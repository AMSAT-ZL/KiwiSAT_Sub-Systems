[flow/config.mk]
export PLATFORM = sky130hd
export DESIGN_NAME = hulogic_fpga
export DESIGN_NICKNAME = hulogic_fpga
export VERILOG_FILES = /design/flow/design.v
export SDC_FILE = /design/flow/constraint.sdc
export NUM_CORES = 4
export LEC_CHECK = 1
export CORE_UTILIZATION = 50
[flow/constraint.sdc]
current_design hulogic_fpga

set clk_period 3.7
set clk_io_pct 0.2

create_clock -name clk0 -period $clk_period [get_ports {xCLK7M}]

set non_clock_inputs [all_inputs -no_clocks]
set_input_delay [expr $clk_period * $clk_io_pct] -clock clk0 $non_clock_inputs
set_output_delay [expr $clk_period * $clk_io_pct] -clock clk0 [all_outputs]
[flow/design.v]
`timescale 1ns/1ns
module edac (
   EDIA, EDIB, EDIC,
   DO,
   ERR_DET_C
   );
   parameter BITS=8;          
   input  [BITS-1:0] EDIA;    
   input  [BITS-1:0] EDIB;    
   input  [BITS-1:0] EDIC;    
   output [BITS-1:0] DO;      
   output       ERR_DET_C;    
   reg [BITS-1:0] DO;
   reg [BITS-1:0] error;
   always @(EDIA or EDIB or EDIC) begin: error_voter
     integer i;
     for (i=0; i<BITS; i = i + 1)
       case ({EDIA[i], EDIB[i], EDIC[i]})
         3'b000:  {DO[i], error[i]} = {  1'b0  , 1'b0 };
         3'b111:  {DO[i], error[i]} = {  1'b1  , 1'b0 };
         3'b001,
         3'b010,
         3'b100:  {DO[i], error[i]} = {  1'b0  , 1'b1 };
         3'b110,
         3'b101,
         3'b011:  {DO[i], error[i]} = {  1'b1  , 1'b1 };
         default: {DO[i], error[i]} = {  1'bX  , 1'bX };
       endcase
   end
   assign ERR_DET_C = |error;
endmodule  
`timescale 1ns/1ns
module error_counter (
  CLK,
  nRESET,
  ERR_DET_C,
  accessMem,
  accessCount,
  clearOnRead,
  nRD,
  ERROR_COUNT
  );
  parameter COUNT_WIDTH = 8;  
  input        CLK;
  input        nRESET;
  input        ERR_DET_C;     
  input        accessMem;     
  input        accessCount;   
  input        clearOnRead;   
  input        nRD;           
  output [COUNT_WIDTH-1:0] ERROR_COUNT; reg [COUNT_WIDTH-1:0] ERROR_COUNT;
  reg error_incr;
  reg old_reading;
  wire reading;
  assign reading = (accessMem | accessCount) & !nRD;
  always @(negedge CLK or negedge nRESET)
    if (nRESET == 1'b0)
      error_incr <= 0;
    else if (ERROR_COUNT == {COUNT_WIDTH{1'b1}})
      error_incr <= 0;
    else if (nRD == 1'b0)
      error_incr <= ERR_DET_C;
  always @(posedge CLK or negedge nRESET)
    if (nRESET == 0) begin
      old_reading <= 0;
      ERROR_COUNT <= 0;
    end else begin
      old_reading <= reading;
      if (old_reading & !reading)
        if (accessMem)
          ERROR_COUNT <= ERROR_COUNT + error_incr;
        else if (clearOnRead)
          ERROR_COUNT <= 0;
    end
endmodule
`timescale 1ns/1ns
module hulogic_fpga (
   xnRESET,
   xA,
   xWRCLK,
   xnWR,
   xnRD,
   xnIOCS,
   xnECS,
   xD,
   xE0D,
   xE1D,
   xE2D,
   xnEWR,
   xnERD,
   xnSCCCS,
   xnSCCRD,
   xnSCCWR,
   xMUX,
   xMISO,
   xCLK7M,
   xSPICLK,
   xMOSI,
   xnSPICS,
   unusedADD0,
   unusednWR,
   unusedGND
);
  input unusedADD0, unusednWR, unusedGND;
  input        xCLK7M;
  input        xnRESET;
  input  [3:0] xA;
  input        xWRCLK;
  input        xnWR;
  input        xnRD;
  input        xnIOCS;
  input  [1:0] xnECS;
  inout  [7:0] xD;
  inout  [7:0] xE0D;
  inout  [7:0] xE1D;
  inout  [7:0] xE2D;
  output       xnEWR;
  output       xnERD;
  output       xnSCCCS;
  output       xnSCCRD;
  output       xnSCCWR;
  output [1:0] xMUX;
  input [3:0]  xMISO;
  output       xSPICLK;
  output       xMOSI;
  output [3:0] xnSPICS;
  wire       nRESET;
  wire [3:0] A;
  wire       WRCLK;
  wire       nWR;
  wire       nRD;
  wire       nIOCS;
  wire [1:0] nECS;
  wire [7:0] D_in;
  wire [7:0] E0D_in;
  wire [7:0] E1D_in;
  wire [7:0] E2D_in;
  wire [7:0] D_out;
  wire       driveD;
  wire [7:0] E0D_out;
  wire [7:0] E1D_out;
  wire [7:0] E2D_out;
  wire       driveED;
  wire       nEWR;
  wire       nERD;
  wire       nSCCCS;
  wire       nSCCRD;
  wire       nSCCWR;
  wire [1:0] MUX;
  wire [3:0] MISO;
  wire       CLK7M;
  wire       SPICLK;
  wire       MOSI;
  wire [3:0] nSPICS;
  assign nRESET = xnRESET;
  assign A = xA;
  assign WRCLK = xWRCLK;
  assign nWR = xnWR;
  assign nRD = xnRD;
  assign nIOCS = xnIOCS;
  assign nECS = xnECS;
  assign MISO = xMISO;
  assign CLK7M = xCLK7M;
  assign xnEWR = nEWR;
  assign xnERD = nERD;
  assign xnSCCCS = nSCCCS;
  assign xnSCCRD = nSCCRD;
  assign xnSCCWR = nSCCWR;
  assign xMUX = MUX;
  assign xSPICLK = SPICLK;
  assign xMOSI = MOSI;
  assign xnSPICS = nSPICS;
  assign xD = driveD? D_out : 8'bz;
  assign D_in = xD;
  assign xE0D = driveED? E0D_out: 8'bz;
  assign E0D_in = xE0D;
  assign xE1D = driveED? E1D_out: 8'bz;
  assign E1D_in = xE1D;
  assign xE2D = driveED? E2D_out: 8'bz;
  assign E2D_in = xE2D;
  hulogic hulogic_top (
     .CLK7M   (CLK7M),    
     .nRESET  (nRESET),   
     .A       (A),        
     .WRCLK   (WRCLK),    
     .nWR     (nWR),      
     .nRD     (nRD),      
     .nIOCS   (nIOCS),    
     .nECS    (nECS),     
     .D_in    (D_in),     
     .E0D_in  (E0D_in),   
     .E1D_in  (E1D_in),   
     .E2D_in  (E2D_in),   
     .D_out   (D_out),    
     .E0D_out (E0D_out),  
     .E1D_out (E1D_out),  
     .E2D_out (E2D_out),  
     .driveED (driveED),  
     .driveD  (driveD),   
     .nEWR    (nEWR),     
     .nERD    (nERD),     
     .nSCCCS  (nSCCCS),   
     .nSCCRD  (nSCCRD),   
     .nSCCWR  (nSCCWR),   
     .MUX     (MUX),      
     .MISO    (MISO),     
     .SPICLK  (SPICLK),   
     .MOSI    (MOSI),     
     .nSPICS  (nSPICS)    
     );
endmodule
`timescale 1ns/1ns
module hulogic (
    nRESET,
    A,
    WRCLK,
    nWR,
    nRD,
    nIOCS,
    nECS,
    D_in,
    E0D_in,
    E1D_in,
    E2D_in,
    D_out,
    E0D_out,
    E1D_out,
    E2D_out,
    driveED,
    driveD,
    nEWR,
    nERD,
    nSCCCS,
    nSCCRD,
    nSCCWR,
    MUX,
    MISO,
    CLK7M,
    SPICLK,
    MOSI,
    nSPICS
  );
  input         nRESET;
  input         CLK7M;
  input   [3:0] A;
  input         WRCLK;
  input         nWR;
  input         nRD;
  input         nIOCS;
  input   [1:0] nECS;
  input   [7:0] D_in;
  input   [7:0] E0D_in;
  input   [7:0] E1D_in;
  input   [7:0] E2D_in;
  output  [7:0] D_out; reg [7:0] D_out;
  output  [7:0] E0D_out;
  output  [7:0] E1D_out;
  output  [7:0] E2D_out;
  output        driveED;
  output        driveD;
  output       nEWR;  reg  nEWR;
  output       nERD;
  output       nSCCCS;
  output       nSCCRD;
  output       nSCCWR;
  output [1:0] MUX; reg [1:0] MUX;
  input  [3:0] MISO;
  output       SPICLK;
  output       MOSI;
  output [3:0] nSPICS;
  parameter ERROR_COUNT_BITS = 4;
  wire [ERROR_COUNT_BITS-1:0] ERROR_COUNT;
  wire ERR_DET_C;
  wire [7:0] EDO;   
  reg [1:0] accessTimer;
  reg writeIO;
  wire [7:0] SPI_DH;
  wire [7:0] SPI_DL;
  wire [7:0] SPI_DC;
  always @(negedge CLK7M)
    if (~nIOCS | ~nECS[0] | ~nECS[1])  
      case (accessTimer)
        2'b00: accessTimer <= 2'b01;
        2'b01: accessTimer <= 2'b11;
        2'b11: accessTimer <= 2'b10;
      endcase
    else
      accessTimer <= 2'b00;
  always @(posedge CLK7M)
    writeIO <= accessTimer[0] & ~nWR & ~nIOCS;
  assign nSCCCS= ~(~nIOCS & ~A[2] & ~A[3] & (accessTimer != 0));  
  assign nSCCRD= ~(~nRESET | ~nRD);
  assign nSCCWR= ~(~nRESET | writeIO);
   always @(posedge CLK7M or negedge nRESET) begin
     if (nRESET == 1'b0)
       MUX <= 2'b00;
     else if (writeIO & A[2] & ~A[3])   
       MUX <= D_in[1:0];
   end
  edac #(8) edac8m_0 (
    .EDIA     (E0D_in),    
    .EDIB     (E1D_in),    
    .EDIC     (E2D_in),    
    .DO       (EDO),       
    .ERR_DET_C(ERR_DET_C)  
  );
  error_counter #(ERROR_COUNT_BITS) err_cnt (
    .CLK(CLK7M),
    .nRESET(nRESET),
    .ERR_DET_C(ERR_DET_C),
    .accessMem(~nECS[0] | ~nECS[1]),
    .accessCount(~nIOCS & A[3] & ~A[1] & A[0]),
    .clearOnRead(A[2]),
    .nRD(nRD),
    .ERROR_COUNT(ERROR_COUNT)
  );
  assign E0D_out =  D_in;
  assign E1D_out =  D_in;
  assign E2D_out =  D_in;
  assign driveED     =  ~nWR;
  always @(posedge CLK7M)
    nEWR <= ~((~nECS[0] | ~nECS[1]) & accessTimer[0] & ~nWR);
  assign nERD   =  nRD;
  assign driveD = ~nRD & ((~nECS[0] | ~nECS[1]) | (~nIOCS & A[3]));
  spi_controller spi (
    .CLK(CLK7M),        
    .nRESET(nRESET),    
    .MOSI(MOSI),        
    .MISO(MISO),        
    .SCLK(SPICLK),      
    .nSPICS(nSPICS),    
    .DWE(writeIO & A[3] & ~A[0]),   
    .CWE(writeIO & A[3] & A[0]),    
    .WD(D_in),        
    .RDC(),           
    .RDL(SPI_DL),     
    .RDH(SPI_DH)      
  );
  always @(nIOCS or A[1:0] or EDO or SPI_DL or SPI_DH or ERROR_COUNT)
  begin : readbackMux
    reg [1:0] choice;
    choice = (nIOCS != 1'b0) ? 2'b00 : A[1:0];
    case (choice)
      2'b00:   D_out = EDO;
      2'b01:   D_out = ERROR_COUNT;
      2'b10:   D_out = SPI_DL;
      2'b11:   D_out = SPI_DH;
      default: D_out = 8'bx;   
    endcase
  end
endmodule
`timescale 1ns/1ns
module spi_controller (
  CLK,       
  nRESET,    
  MOSI,      
  MISO,      
  SCLK,      
  nSPICS,    
  DWE,       
  CWE,       
  WD,        
  RDH,       
  RDL,       
  RDC);      
  parameter
    MAX1202_UNIPOLAR = 1'b1,       
    MAX1202_SINGLE_ENDED = 1'b1,   
    MAX1202_MODE = 2'b11;          
  input  CLK;
  input  nRESET;
  output MOSI;
  input  [3:0] MISO;
  output SCLK;
  output [3:0] nSPICS;
  input  DWE;
  input  CWE;
  input  [7:0] WD;
  output [7:0] RDH;
  output [7:0] RDL;
  output [7:0] RDC;
  reg SCLK;
  reg [3:0] nSPICS;
  reg busy;
  reg [1:0] activeChannel;
  reg [3:0] clockLength;
  reg [11:0] SR;
  reg sample;
  reg sampledMISO;
  assign {RDH, RDL} = {SR, 1'b0, activeChannel, busy};
  assign RDC = {4'b0, clockLength};
  always @(posedge CLK or negedge nRESET) begin
    if (nRESET == 1'b0) begin
      clockLength <= 0;
    end else if (CWE) begin
      clockLength <= WD[3:0];
    end
  end
  reg [1:0] syncMISO;
  reg stableMISO;
  always @(posedge CLK) begin
    syncMISO[1:0] <= {syncMISO[0], MISO[activeChannel]};
    case (syncMISO)
      2'b00, 2'b11:
        begin
          stableMISO <= syncMISO[1];
          if (sample)
            sampledMISO <= syncMISO[1];
        end
      default:
        begin
          if (sample)
            sampledMISO <= stableMISO;
        end
    endcase
  end
  reg [3:0] clockTimer;
  reg [4:0] shiftCount;
  always @(posedge CLK or negedge nRESET) begin
    if (nRESET == 1'b0) begin
      nSPICS <= 4'b1111;
      SR <= 0;
      SCLK <= 0;
      activeChannel <= 0;
      busy <= 0;
      shiftCount <= 0;
      clockTimer <= 0;
      sample <= 0;
    end else begin
      sample <= 0;
      clockTimer <= clockTimer - 1;
      shiftCount <= shiftCount + sample;
      if (busy) begin  
        if (clockTimer == 1) begin
          clockTimer <= clockLength;
          if (SCLK == 0) begin
            SCLK <= 1;
            sample <= 1;
          end else begin
            SCLK <= 0;
            SR <= {SR[10:0], sampledMISO};
            if (shiftCount[4:2] == 3'b011)  
              busy <= 0;
          end
        end
      end else begin  
        nSPICS <= 4'b1111;
        SCLK <= 0;
        if (DWE) begin
          SR <= {1'b1, WD[0], WD[2:1], MAX1202_UNIPOLAR, MAX1202_SINGLE_ENDED, MAX1202_MODE, 4'b0};
          activeChannel <= WD[4:3];
          nSPICS[WD[4:3]] <= 0;
          busy <= 1;
          shiftCount <= -9;
          clockTimer <= clockLength;
        end
      end
    end
  end  
  assign MOSI = SR[11] & shiftCount[4];
endmodule
[flow/run.sh]
#!/bin/bash
# OpenROAD 26Q1-2900-gdf79404cd8, Yosys 0.63+post, stock flow scripts
make -C /OpenROAD-flow-scripts/flow DESIGN_CONFIG=/design/flow/config.mk WORK_HOME=/design/flow/orfs finish
==> notes.md <==
Item: results of the latest flow run.

- The synthesis report lists the most area-consuming cells as dfrtp_1 34%, buf_4 8.4%, dfxtp_1 5.2%, dfstp_2 4.5%, mux2_2 4.4%.
- Among all flip-flop cells after synthesis, the most frequent one is dfrtp_1.
- The proportion of register bits with asynchronous set or reset after synthesis is 81.8%.
- The number of instances in the synthesized netlist is 222.
- The longest clock path from root to sink contains 2 buffers.
- The placement summary gives the final routability congestion estimate as 0.886.
- The count of H-tree levels built during CTS is 2.
- The tool reported: "[error] [KeplerFormal.cpp:679] Workflow failed: Iso has multiple drivers: .xD0, _173_.Y0".
- The proportion of synthesized chip area in sequential cells is 46.8%.
- The number of buffers created by CTS is 5.
- For this design the top-level I/O count stands at 64.
- The biggest area consumer among synthesized cells is dfrtp_1.
- Per the OpenROAD floorplan log, the height of the die is 70.2 um.
- The number of library cell types mapped by synthesis is 41.
- The synthesized netlist has a Yosys-reported chip area of 2320 um2.
- In this run, post-CTS hold repair placed 0 buffers.
- The synthesized design contains 2 enable-type register cells.
- The flow did not finish.
- In this run the clock root is driven by a clkbuf_8.
- The count of buffers inserted at the top-level ports is 27.
- The number of sinks handled by clock tree synthesis is 44.
- A synthesized cell averages 10.5 um2.
- After floorplanning, the core was divided into 24 placement rows.
- Yosys printed 40 warnings.
- The area of the mapped netlist is 2320 um2.
- The number of gates resized after CTS was 6.
- In the Yosys report the total cell count is 222.
- Before placement the cells fill 52.6% of the core.
- The area share of the largest cell type after synthesis is 34.5%.
- The failing step is 4_1_cts.
- After synthesis the netlist holds a flip-flop and latch count of 44.
- The post-placement worst setup slack is -0.0994 ns.
- Looking at the post-CTS report, the setup buffer insertion count equals 1.
- The x dimension of the die is 70.2 um.
- The HPWL reported at the end of detailed placement is 3170 um.
-- through the flow --
stage | cells | area (um2)
floorplan | 222 | 2320
global placement | 270 | 2440
detailed placement | 270 | 2440
-- synth_stat cells (3+ instances only) --
cell type / count
a21oi_1: 8
a22oi_1: 7
and2_1: 4
buf_2: 5
buf_4: 26
dfrtp_1: 32
dfstp_2: 4
dfxtp_1: 6
ha_1: 4
inv_1: 7
mux2_2: 9
mux2_4: 3
nand2_1: 15
nand3_1: 12
nor2_1: 8
nor2b_1: 10
o21ai_0: 16
o21ai_2: 9
xnor2_1: 4
xor2_1: 3
-- logic make-up after synthesis --
kind of cell,count (synthesis),synth area share (%)
AND/OR/NAND/NOR,65,15.8
AND-OR/OR-AND,47,13.5
flip-flops,44,46.8
buffers and inverters,41,11.4
multiplexers,13,7.27
XOR/XNOR,7,2.64
adder cells (fa/ha/maj),5,2.59
